===== config.mk =====
export PLATFORM = sky130hd
export DESIGN_NAME = gcounter32
export DESIGN_NICKNAME = gcounter32
export VERILOG_FILES = /design/flow/design.v
export SDC_FILE = /design/flow/constraint.sdc
export NUM_CORES = 4
export LEC_CHECK = 1
export CORE_AREA = 10 10 104 104
export DIE_AREA = 0 0 114 114

===== design.v =====
module gcounter32(
		input 		   clk, reset,
		output wire [31:0] q
		);
   reg [31:0] cnt, cnt_next;
   reg 	      t, t_next;
   always @(posedge clk)
     begin
   	if (reset)
   	  begin
   	     t <= 1'b1;
   	     cnt <= 32'b0;
   	  end
   	else
   	  begin
   	     t <= t_next;
   	     cnt <= cnt_next;
   	  end
     end
   integer i;
   reg [31:0] v;
   always @(*)
     begin
   	t_next = ~t;
   	cnt_next[0]  = (1'h1 == t) ? ~cnt[0] : cnt[0];
   	cnt_next[1]  = (2'h2 == {cnt[0],t}) ? ~cnt[1] : cnt[1];
   	cnt_next[2]  = (3'h4 == {cnt[1:0],t}) ? ~cnt[2] : cnt[2];
   	cnt_next[3]  = (4'h8 == {cnt[2:0],t}) ? ~cnt[3] : cnt[3];
   	cnt_next[4]  = (5'h10 == {cnt[3:0],t}) ? ~cnt[4] : cnt[4];
   	cnt_next[5]  = (6'h20 == {cnt[4:0],t}) ? ~cnt[5] : cnt[5];
   	cnt_next[6]  = (7'h40 == {cnt[5:0],t}) ? ~cnt[6] : cnt[6];
   	cnt_next[7]  = (8'h80 == {cnt[6:0],t}) ? ~cnt[7] : cnt[7];
   	cnt_next[8]  = (9'h100 == {cnt[7:0],t}) ? ~cnt[8] : cnt[8];
   	cnt_next[9]  = (10'h200 == {cnt[8:0],t}) ? ~cnt[9] : cnt[9];
   	cnt_next[10] = (11'h400 == {cnt[9:0],t}) ? ~cnt[10] : cnt[10];
   	cnt_next[11] = (12'h800 == {cnt[10:0],t}) ? ~cnt[11] : cnt[11];
   	cnt_next[12] = (13'h1000 == {cnt[11:0],t}) ? ~cnt[12] : cnt[12];
   	cnt_next[13] = (14'h2000 == {cnt[12:0],t}) ? ~cnt[13] : cnt[13];
   	cnt_next[14] = (15'h4000 == {cnt[13:0],t}) ? ~cnt[14] : cnt[14];
   	cnt_next[15] = (16'h8000 == {cnt[14:0],t}) ? ~cnt[15] : cnt[15];
   	cnt_next[16] = (17'h10000 == {cnt[15:0],t}) ? ~cnt[16] : cnt[16];
   	cnt_next[17] = (18'h20000 == {cnt[16:0],t}) ? ~cnt[17] : cnt[17];
   	cnt_next[18] = (19'h40000 == {cnt[17:0],t}) ? ~cnt[18] : cnt[18];
   	cnt_next[19] = (20'h80000 == {cnt[18:0],t}) ? ~cnt[19] : cnt[19];
   	cnt_next[20] = (21'h100000 == {cnt[19:0],t}) ? ~cnt[20] : cnt[20];
   	cnt_next[21] = (22'h200000 == {cnt[20:0],t}) ? ~cnt[21] : cnt[21];
   	cnt_next[22] = (23'h400000 == {cnt[21:0],t}) ? ~cnt[22] : cnt[22];
   	cnt_next[23] = (24'h800000 == {cnt[22:0],t}) ? ~cnt[23] : cnt[23];
   	cnt_next[24] = (25'h1000000 == {cnt[23:0],t}) ? ~cnt[24] : cnt[24];
   	cnt_next[25] = (26'h2000000 == {cnt[24:0],t}) ? ~cnt[25] : cnt[25];
   	cnt_next[26] = (27'h4000000 == {cnt[25:0],t}) ? ~cnt[26] : cnt[26];
   	cnt_next[27] = (28'h8000000 == {cnt[26:0],t}) ? ~cnt[27] : cnt[27];
   	cnt_next[28] = (29'h10000000 == {cnt[27:0],t}) ? ~cnt[28] : cnt[28];
   	cnt_next[29] = (30'h20000000 == {cnt[28:0],t}) ? ~cnt[29] : cnt[29];
   	cnt_next[30] = (31'h40000000 == {cnt[29:0],t}) ? ~cnt[30] : cnt[30];
   	cnt_next[31] = (32'h80000000 == {cnt[30:0],t}) ? ~cnt[31] : cnt[31];
     end
   assign q = cnt;
endmodule

===== constraint.sdc =====
current_design gcounter32

set clk_period 6.3
set clk_io_pct 0.2

create_clock -name clk0 -period $clk_period [get_ports {clk}]

set non_clock_inputs [all_inputs -no_clocks]
set_input_delay [expr $clk_period * $clk_io_pct] -clock clk0 $non_clock_inputs
set_output_delay [expr $clk_period * $clk_io_pct] -clock clk0 [all_outputs]

===== run.sh =====
#!/bin/bash
# OpenROAD 26Q1-2900-gdf79404cd8, Yosys 0.63+post, stock flow scripts
make -C /OpenROAD-flow-scripts/flow DESIGN_CONFIG=/design/flow/config.mk WORK_HOME=/design/flow/orfs finish

==> COMMIT_EDITMSG <==
Log flow metrics for this revision

- The flow ran to the end, and the final reports show no timing, DRC or antenna violations.
* Count of fill cells added during filler insertion: 947
- Total number of warnings across the stage logs: 25
* Iter 0 DRT Violations: 90
* Global route overflow: 0
- The mapped netlist covers 1580 sq um.
- By area, the combinational part of the netlist is dominated by simple AND/OR/NAND/NOR gates.
- Yosys reports that the leading cell type by area covers 41.9% of the netlist area.
* Top FF cell, synth: sky130_fd_sc_hd__dfxtp_1
* Origin of the critical flop-to-flop path: cnt[14]
* 1st-pass router iterations: 4
* Start-to-end type of the worst setup path: reg -> out
- Post-DP HPWL: 2610 um
* Worst clock skew on the final layout: 1.22 ps
* Logic cell area: 851 sq um
- Finished Layout Cells: 323
- H-tree level count: 2
- Worst-case vdd ir drop: 0.0000588 V
* Setup repair after global routing missed its margin: false
* Max incr delay on CP: 510 ps
- Per the detail_route report, routed wire per instance is 11.4 um.
* Post-route cell area: 2090 sq um
- Min-Delay Startpoint: t
* Count of cell types in the netlist: 27
- Pwr Density: 184 nW/um^2
- Number of synthesized register bits: 33
- The synthesized netlist devotes 10.0% of its cell area to compound gates.
- Per the timing report, the most critical flop-to-flop path finishes at cnt[25].
- Number of gates on the worst path with buffers counted: 1
- Final count of pins violating max slew: 0
- For this run, the final setup violation count is recorded as 0.
- The arrival time of data at the worst endpoint is listed as 1240 ps.
- The synthesis report lists the most area-consuming cells as sky130_fd_sc_hd__dfxtp_1, sky130_fd_sc_hd__nor2_1, sky130_fd_sc_hd__or4_1.
* Final clock period utilization by the worst path: 39.7%
- Die area: 13000 sq um
- Die height: 114 um
- After clock tree synthesis, the flow added hold-fix buffers numbering 0.
- The timing report shows that the slowest cell on the worst path is sky130_fd_sc_hd__clkdlybuf4s50_1.
- Commonest cells in the netlist: sky130_fd_sc_hd__dfxtp_1, sky130_fd_sc_hd__nor2_1, sky130_fd_sc_hd__a21oi_1, sky130_fd_sc_hd__or4_1, sky130_fd_sc_hd__o31ai_1
- Horizontal extent of the die: 114 um
* Synthesis-to-layout area growth: 32.6%
- Family of cells with the greatest summed delay on the critical path: buffers and inverters
* Static Leak: 0.662 nW
- Clock latency on the worst-skew pair, taken at its later pin, is 280 ps.
- Ordered list of cells on the worst path: clkdlybuf4s50_1
* Buffer levels on the longest clock path: 2
- Yosys warns: 1
* Diodes inserted: 0
- At the end of the flow the core is filled with cells to 24.1%.
- Setup Total Neg Slack: 0 ps
- XOR/XNOR Fraction of Synth Area: 6.67%
- Async set or reset register ratio after synthesis: 0%
- At the worst endpoint, the required time is 5040 ps.
* Gr usage total: 5.72%
- Total of max-cap violations: 0
* Minimum clock period after layout: 2500 ps
- The transition time recorded at the tightest slew-check pin is 744 ps.
- Count of library flops with an enable pin: 0
- TritonCTS Buffers: 5
* Simple Share, Synth: 32.3%
- Core area: 8680 sq um
- Counting every sink on the clock net gives 33.
- Per the post-CTS timing run, clock transition at the registers of the reported paths is 60 ps.
- Number of gates resized after CTS: 0
- In the hold timing report, the worst path depth is 1.
- STA classifies the critical path endpoint as a primary output.
* Library cell used as clock root buffer: sky130_fd_sc_hd__clkbuf_8
- Once detail routing completed, the nets flagged for antenna violations numbered 0.
- Cell type with the highest aggregate area in the netlist: sky130_fd_sc_hd__dfxtp_1
* Detail-routed via count per cell: 4.38
- Endpoints failing hold in the final report were tallied at 0.
- IO Port Bufs: 33
- Buffers added to address setup during post-CTS repair amount to 0.
* TritonCTS clock tree: built
- According to the hold report, the worst path is of the reg -> reg type.
- Adder share: 0%
- Crit path buffers/inverters: 1
- Sorting the synthesis cell report by count puts at the top sky130_fd_sc_hd__dfxtp_1.
- Routed WL: 3670 um
- Avg Cell Area, Syn: 8.66 sq um
- Weighted congestion at the end of routability-driven global placement: 0.750
* Placed Instance Area: 2010 sq um
- Via count of the first global-routing pass: 1299
- Dpl cells: 315
- Multiplexer share of the synthesized area: 5.00%
* Fraction of final layout cells sized beyond drive strength 1: 7.44%
- Entering global routing, the biggest net connects 41 pins.
* R2r worst-path depth: 4
- Per the layout area report, the register area comes to 661 sq um.
- Number of primary I/O pins: 34
- Max-slew headroom at the worst pin: 50.0%
- In the synthesis report, Yosys lists the chip area as 1580 sq um.
- The highest clock rate this design can be run at is 400 MHz.
- Number of rows in the core area: 34
- Via count of the routed design: 1416
- Share of the yosys chip area belonging to registers: 41.9%
- Antenna violations before repair: 0
- The first global-routing pass estimated 6340 um of wire.
- Reg-to-reg setup timing slack: 3840 ps
- Crit path max fanout: 8
- Ys cells: 182
* Core utilization at floorplan: 18.2%
- DR DRC count: 0
- The worst setup path is launched from a flop.
- Hold analysis lists the worst path endpoint as t.
- Cells after Synth: 182
==> how the worst max path moves through the flow <==
| stage | startpoint | endpoint |
|---|---|---|
| after CTS | cnt[23] | q[23] |
| after global routing | cnt[14] | cnt[25] |
| final | cnt[23] | q[23] |
==> stage by stage <==
stage                     power, mW  hold slack, ps  setup WS, ps
after global placement        0.241             452          3750
after floorplan               0.232             430          3940
final                         0.385             472          3800
after CTS                     0.394             474          3770
after global routing          0.406             510          3670
after detailed placement      0.241             459          3730
==> state kept, by name (all words and copies together), names as in the netlist <==
| register | cells |
|---|---|
| t | 1 |
| cnt | 32 |
==> placed cells by master (no fill, tap or decap) <==
cell type,n
sky130_fd_sc_hd__nor3_1,2
sky130_fd_sc_hd__nor2_1,29
sky130_fd_sc_hd__nand3b_1,4
sky130_fd_sc_hd__nand2_1,8
sky130_fd_sc_hd__o21ai_0,2
sky130_fd_sc_hd__nand4b_1,3
sky130_fd_sc_hd__dfxtp_1,33
sky130_fd_sc_hd__clkdlybuf4s50_1,33
sky130_fd_sc_hd__o31ai_1,11
sky130_fd_sc_hd__nor2b_1,7
sky130_fd_sc_hd__nand3_1,2
sky130_fd_sc_hd__nand4_1,4
sky130_fd_sc_hd__xnor2_1,3
sky130_fd_sc_hd__a21oi_1,13
sky130_fd_sc_hd__inv_1,5
sky130_fd_sc_hd__xor2_1,9
sky130_fd_sc_hd__or3_1,4
sky130_fd_sc_hd__nor4b_1,4
sky130_fd_sc_hd__nor4_1,5
sky130_fd_sc_hd__buf_4,2
sky130_fd_sc_hd__nand2b_1,2
sky130_fd_sc_hd__or4_1,13
sky130_fd_sc_hd__clkbuf_1,3
sky130_fd_sc_hd__mux2_2,7
sky130_fd_sc_hd__clkbuf_8,5
sky130_fd_sc_hd__or4_4,1
sky130_fd_sc_hd__nor4_2,1
==> layer usage <==
metal | wire length, um | up-vias | GRT usage [%] | share of wire, %
met3 | 257 | 5 | 1.97 | 7.0
met5 | 0 | - | 0 | 0
met2 | 1650 | 24 | 9.07 | 45
met4 | 90 | 0 | 1.17 | 2.5
li1 | - | 727 | - | -
met1 | 1670 | 660 | 7.41 | 46
==> logic make-up after synthesis <==
| kind of cell | after synthesis |
|---|---|
| buffers and inverters | 15 |
| AOI/OAI and AO/OA | 26 |
| DFF | 33 |
| xor gates and xnor gates | 12 |
| and+or+nand+nor | 89 |
| muxes | 7 |
==> final cells by class <==
type	instances	share of cell area [%]
timing repair buffer	35	16.5
inverter	5	0.898
multi-input combinational	134	40.7
clock buffer	8	3.83
sequential	33	31.6
tap	108	6.46
==> power by group <==
group	switching, mW	leakage (nW)	internal [mW]
sequential	0.00302	0.266	0.211
clock	0.0714	0.0395	0.0784
combinational	0.0137	0.356	0.00815
total	0.0882	0.662	0.297
No activity file was given, so power comes from the tool's default toggle rates.
