## flow/config.mk

```make
export PLATFORM = sky130hd
export DESIGN_NAME = bcounter32
export DESIGN_NICKNAME = bcounter32
export VERILOG_FILES = /design/flow/design.v
export SDC_FILE = /design/flow/constraint.sdc
export NUM_CORES = 4
export LEC_CHECK = 1
export CORE_AREA = 10 10 101 101
export DIE_AREA = 0 0 111 111
```

## flow/constraint.sdc

```tcl
current_design bcounter32

set clk_period 7.3
set clk_io_pct 0.2

create_clock -name clk0 -period $clk_period [get_ports {clk}]

set non_clock_inputs [all_inputs -no_clocks]
set_input_delay [expr $clk_period * $clk_io_pct] -clock clk0 $non_clock_inputs
set_output_delay [expr $clk_period * $clk_io_pct] -clock clk0 [all_outputs]
```

## flow/design.v

```verilog
module bcounter32(
		input wire 	   clk,
		input wire 	   reset, 
		output wire [31:0] q);
   reg [31:0] 			   areg;
   reg [31:0] 			   areg_next;
   always @(posedge clk, posedge reset)
     if (reset)
       areg  <= 32'b0;
     else
       areg  <= areg_next;
   always @(*)
     areg_next = areg + 32'b1;
   assign q = areg;
endmodule
```

## flow/run.sh

```bash
#!/bin/bash
# OpenROAD 26Q1-2900-gdf79404cd8, Yosys 0.63+post, stock flow scripts
make -C /OpenROAD-flow-scripts/flow DESIGN_CONFIG=/design/flow/config.mk WORK_HOME=/design/flow/orfs finish
```

==> insert_results.sql <==
-- load yosys + openroad results
INSERT INTO impl_metrics (metric_group, metric, value, unit) VALUES
('outcome', 'status', 'complete, no violations', ''),
('worst_hold_path', 'launch_point_of_the_worst_hold_path', 'areg[31]$_DFF_PP0_', ''),
('setup_path', 'timing.critical_path.slowest_stage_cell', 'clkdlybuf4s50_1', ''),
('final_layout', 'regs_by_ff_count', 'areg x32', ''),
('floorplanning', 'die_width', '111', 'µm'),
('power_and_ir_drop', 'peakVddDrop', '87.3', 'µV'),
('floorplanning', 'fp.dieArea', '12300', 'µm²'),
('final_layout', 'final_design_area_no_fill', '2060', 'µm²'),
('synth', 'cell_area_after_technology_mapping', '1490', 'µm²'),
('timing', 'worstMarginPinSlew', '534', 'ps'),
('timing', 'hold-worst-slack', '470', 'ps'),
('final_layout', 'layout_area_overhead', '38.5', '%'),
('synth', 'area_leaders', 'dfrtp_1 54%, xor2_1 11%, xnor2_1 6.5%', ''),
('route', 'avgViaCountPerCell', '4.01', ''),
('route', 'top_layer_used', 'met4', ''),
('route', 'drt_pre_antenna_iters', '4', ''),
('synth', 'post_synth_xor_area_fraction', '17.6', '%'),
('route', 'drt_first_iter_violations', '23', ''),
('final_layout', 'fillCellCount', '842', ''),
('final_layout', 'drive_above_1_share', '10.2', '%'),
('power_and_ir_drop', 'static-leakage-power', '0.900', 'nW'),
('setup_path', 'timing.critical_path.cells', 'clkdlybuf4s50_1', ''),
('synth', 'netlist-cell-type-count', '21', ''),
('grt', 'grt_antenna_before_repair', '0', ''),
('setup_path', 'crit_cells', '1', ''),
('power_and_ir_drop', 'power_density', '178', 'nW/µm²'),
('timing', 'hold_viol_final', '0', ''),
('grt', 'grt_start_max_net_pins', '33', ''),
('route', 'via_count', '1092', ''),
('final_layout', 'finish.utilization', '25.3', '%'),
('clocking', 'cts_repair_resize_count', '0', ''),
('setup_path', 'critical_path.n_buffers_inverters', '1', ''),
('clocking', 'cts_root_buf', 'clkbuf_8', ''),
('floorplanning', 'coreArea', '8130', 'µm²'),
('clocking', 'clk_path_buf_depth', '2', ''),
('synth', 'synthesis.area_per_instance', '11.5', 'µm²'),
('timing', 'post-route-worst-setup-slack', '4540', 'ps'),
('timing', 'final_max_slew_viol_count', '0', ''),
('floorplanning', 'core_util_floorplan', '18.3', '%'),
('flow_run', 'max_cap_viol_count', '0', ''),
('setup_path', 'timing.critical_path.from_type', 'flop', ''),
('setup_path', 'worstReg2RegEnd', 'areg[28]$_DFF_PP0_', ''),
('floorplanning', 'number_of_top_level_pins', '34', ''),
('floorplanning', 'dieHeight', '111', 'µm'),
('route', 'met2RoutedLength', '1.51', 'mm'),
('setup_path', 'worstSetupPathType', 'reg2out', ''),
('timing', 'maxClockFrequency', '363', 'MHz'),
('setup_path', 'ff2ff_setup_slack', '5480', 'ps'),
('synth', 'compound_area_share', '0', '%'),
('synth', 'yosys_cells', '129', ''),
('clocking', 'htree_num_levels', '2', ''),
('floorplanning', 'placement_rows', '33', ''),
('final_layout', 'largest_register', 'areg', ''),
('final_layout', 'max_ffs_per_register', '32', ''),
('route', 'routed_wirelength', '3.49', 'mm'),
('synth', 'top_area_share', '53.8', '%'),
('grt', 'gr-total-overflow', '0', ''),
('timing', 'layout_worst_path_cycle_share', '37.8', '%'),
('synth', 'netlist.top_cell.by_area', 'dfrtp_1', ''),
('timing', 'rsz0062_at_grt', 'false', ''),
('route', 'num_antenna_cells', '0', ''),
('setup_path', 'crit_path_drt', '5840', 'ps'),
('synth', 'proportion_of_synthesized_area_in_mux_cells', '0', '%'),
('setup_path', 'timing.critical_path.arrival', '1300', 'ps'),
('route', 'drt_drc_violations_left', '0', ''),
('grt', 'global_route_wire_length_before_repair', '5.83', 'mm'),
('clocking', 'cts_hold_buffers', '0', ''),
('timing', 'timing.max_slew.rel_slack', '64.3', '%'),
('flow_run', 'stage_log_warnings', '25', ''),
('timing', 'timing.final.setup_violations', '0', ''),
('synth', 'synth_sequential_area_ratio', '53.8', '%');
==> per-layer routing <==
metal	global-route usage, %	up-vias
met5	0	-
met2	7.86	28
met4	0.521	0
met3	2.68	4
li1	-	518
met1	8.15	542
==> area by class of cell <==
cell class	instances	share of cell area (%)
flip-flops and latches	32	38.8
multi-input cells	88	31.4
repair buffers	34	16.4
well taps	105	6.37
clock buffers	7	4.67
clock inverters	1	1.46
inverters	5	0.910
==> cell families after synthesis <==
| group | Yosys count |
|---|---|
| buffers and inverters | 9 |
| adder cells (fa/ha/maj) | 1 |
| AND/OR/NAND/NOR | 57 |
| XOR/XNOR | 30 |
| flip-flops | 32 |
==> layout by cell type, fill, tap and decap left out, types with 2 or more instances in the layout <==
cell type        count
clkbuf_8             7
nor2_1               4
nor4_1               6
nand3_4              2
nand3_1             10
nor4_2               4
nor3_1               4
clkdlybuf4s50_1     33
nand4_1              4
and3_1               5
and4_1               5
xnor2_1             11
nand2_1              9
xor2_1              19
inv_1                5
dfrtp_1             32
==> where the power goes <==
part	switching, mW	total [mW]	leakage, nW	internal, mW
Combinational	0.00354	0.00439	0.398	0.000858
Sequential	0	0.177	0.438	0.177
Clock	0.0651	0.185	0.0645	0.120
Total	0.0686	0.367	0.900	0.299
==> through the flow <==
step                cells  total power [mW]
floorplan             129             0.183
global placement      264             0.185
detailed placement    264             0.185
CTS                   272             0.373
global route          272             0.383
finish                272             0.367
==> worst max-delay path by stage <==
stage / start / endpoint / slack (ps)
final: areg[21]$_DFF_PP0_ / q[21] / 4540
after global routing: areg[21]$_DFF_PP0_ / q[21] / 4470
after CTS: areg[21]$_DFF_PP0_ / q[21] / 4530
==> cells in the mapped netlist <==
cell,instances
dfrtp_1,32
xor2_1,19
xnor2_1,11
nand3_1,10
nand2_1,9
nor4_1,6
and3_1,5
and4_1,5
inv_1,5
nand4_1,4
nor2_1,4
nor3_1,4
nor4_2,4
buf_2,3
nand3_4,2
buf_4,1
ha_1,1
nand2_2,1
nand3_2,1
nor2b_1,1
nor3b_1,1
Power and IR drop assume default switching activity.
